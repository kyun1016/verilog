==> /design/flow/design.v <==
`timescale 1ns / 1ps
module piezo(clk,FND_out,piezo_out,sw);
input clk;
input [7:0] sw;
output reg [7:0] FND_out;
output reg piezo_out;
parameter C_tone = 956,
			 D_tone = 851,
			 E_tone = 758,
			 F_tone = 716,
			 G_tone = 638,
			 A_tone = 568,
			 B_tone = 506;
localparam NUM_1 = 8'b01100000,	 
			  NUM_2 = 8'b11011010,	 
			  NUM_3 = 8'b11110010,	 
			  NUM_4 = 8'b01100110,	 
			  NUM_5 = 8'b10110110,	 
			  NUM_6 = 8'b10111110,	 
			  NUM_7 = 8'b11100000,	 
			  NUM_8 = 8'b11111110,	 
			  NUM_9 = 8'b11110110,	 
			  NUM_0 = 8'b11111110;	 
integer piezo_count;
always @ (posedge clk) begin
	if(sw == 8'b10000000) begin
		FND_out = NUM_1;
		if(piezo_count >= C_tone) begin
			piezo_out = ~piezo_out;
			piezo_count = 0;
		end
		else
			piezo_count = piezo_count + 1;
	end
	else if(sw == 8'b01000000) begin
		FND_out = NUM_2;
		if(piezo_count >= D_tone) begin
			piezo_out = ~piezo_out;
			piezo_count = 0;
		end
		else
			piezo_count = piezo_count + 1;
	end
	else if(sw == 8'b00100000) begin
		FND_out = NUM_3;
		if(piezo_count >= E_tone) begin
			piezo_out = ~piezo_out;
			piezo_count = 0;
		end
		else
			piezo_count = piezo_count + 1;
	end
	else if(sw == 8'b00010000) begin
		FND_out = NUM_4;
		if(piezo_count >= F_tone) begin
			piezo_out = ~piezo_out;
			piezo_count = 0;
		end
		else
			piezo_count = piezo_count + 1;
	end
	else if(sw == 8'b00001000) begin
		FND_out = NUM_5;
		if(piezo_count >= G_tone) begin
			piezo_out = ~piezo_out;
			piezo_count = 0;
		end
		else
			piezo_count = piezo_count + 1;
	end
	else if(sw == 8'b00000100) begin
		FND_out = NUM_6;
		if(piezo_count >= A_tone) begin
			piezo_out = ~piezo_out;
			piezo_count = 0;
		end
		else
			piezo_count = piezo_count + 1;
	end
	else if(sw == 8'b00000010) begin
		FND_out = NUM_7;
		if(piezo_count >= B_tone) begin
			piezo_out = ~piezo_out;
			piezo_count = 0;
		end
		else
			piezo_count = piezo_count + 1;
	end
	else if(sw == 8'b00000001) begin
		FND_out = NUM_8;
		if(piezo_count >= C_tone/2) begin
			piezo_out = ~piezo_out;
			piezo_count = 0;
		end
		else
			piezo_count = piezo_count + 1;
	end
	else begin
		piezo_count = 0;
		piezo_out = 0;
		FND_out = NUM_0;
	end
end
endmodule
==> /design/flow/run.sh <==
#!/bin/bash
# OpenROAD 26Q1-2900-gdf79404cd8, Yosys 0.63+post, stock flow scripts
make -C /OpenROAD-flow-scripts/flow DESIGN_CONFIG=/design/flow/config.mk WORK_HOME=/design/flow/orfs finish
==> /design/flow/config.mk <==
export PLATFORM = sky130hd
export DESIGN_NAME = piezo
export DESIGN_NICKNAME = piezo
export VERILOG_FILES = /design/flow/design.v
export SDC_FILE = /design/flow/constraint.sdc
export NUM_CORES = 4
export LEC_CHECK = 1
export CORE_UTILIZATION = 40
==> /design/flow/constraint.sdc <==
current_design piezo

set clk_period 3.9
set clk_io_pct 0.2

create_clock -name clk0 -period $clk_period [get_ports {clk}]

set non_clock_inputs [all_inputs -no_clocks]
set_input_delay [expr $clk_period * $clk_io_pct] -clock clk0 $non_clock_inputs
set_output_delay [expr $clk_period * $clk_io_pct] -clock clk0 [all_outputs]
==> qor.log <==
qor: logic_synthesis.edf_count 1
qor: cells_and_area.drive_gt1_share 10.2%
qor: worst_setup_path.worst_ep_required_time 4.11 ns
qor: route.num_vias 2097
qor: logic_synthesis.area_leaders dfxtp_1 31%, xor2_1 6.7%, a21oi_1 5.2%
qor: logic_synthesis.ys_seq_elements 40
qor: floorplan.die_area 6560 µm²
qor: clocking.clock_tree.buffer_depth 2
qor: worst_hold_path.timing.hold.worst_path_depth 1
qor: timing.max_freq 326 MHz
qor: worst_setup_path.timing.critical_path.fanout_max 32
qor: clocking.tritoncts yes
qor: logic_synthesis.synth_stat.cells 292
qor: power.vdd_drop_max 0.149 mV
qor: power.cellPowerDensity 259 nW/µm²
qor: floorplan.boundaryPins 18
qor: timing.layout_min_cycle_time 3.07 ns
qor: logic_synthesis.synth.cell_area 2500 µm²
qor: global_routing.grt_pass1_vias 1849
qor: logic_synthesis.number_of_cells_produced_by_synthesis 292
qor: logic_synthesis.netlist.top_cell.by_area dfxtp_1
qor: route.drt-initial-drc-count 117
qor: power.leakage 0.838 nW
qor: logic_synthesis.yosys_reported_design_area_after_synthesis 2500 µm²
qor: timing.max_slew.worst_pin.slew 0.690 ns
qor: logic_synthesis.post_synth_main_logic_family simple AND/OR/NAND/NOR gates
qor: placed_design.portBuffers 16
qor: clocking.cts_inserted_buffers 5
qor: logic_synthesis.synthXorXnorAreaFrac 11.6%
qor: worst_setup_path.arrival 3.28 ns
qor: route.totalWireLength 5070 µm
qor: logic_synthesis.ff_type dfxtp_1
qor: placed_design.place_congestion 0.846
qor: floorplan.core_density_at_floorplan 41.9%
qor: clocking.clock-sinks 40
qor: logic_synthesis.total_number_of_yosys_warnings 1
qor: clocking.clkSlewWorstSetupHoldPaths 0.07 ns
qor: clocking.cts.hold.buffers_added 0
qor: worst_setup_path.r2r_start piezo_count[5]
qor: global_routing.global_route_wire_length_before_repair 8840 µm
qor: global_routing.grt_start_max_net_pins 33
qor: timing.setup_repair_after_global_routing_missed_its_margin no
qor: floorplan.die-height 81.0 µm
qor: worst_setup_path.path_class in -> reg
qor: global_routing.grt_antenna_before_repair 0
qor: worst_setup_path.setup.worst_path.end_class flip-flop
qor: worst_setup_path.setup.worst_path.start_class input pin
qor: worst_hold_path.min_path_type reg -> reg
qor: logic_synthesis.mux_share 0%
qor: cells_and_area.finalNonFillerCells 370
qor: cells_and_area.multi_input_comb_area 1540 µm²
qor: worst_hold_path.hold_end piezo_out
qor: cells_and_area.lay_top_cells 39 x dfxtp_1, 26 x a21oi_1, 19 x xor2_1, 19 x nand2_1, 18 x nor2_1
qor: logic_synthesis.yosys.area_share.simple 29.9%
qor: route.avgViaCountPerCell 5.67
qor: cells_and_area.seq_area 811 µm²
qor: cells_and_area.final_layout_top_logic_cell dfxtp_1
qor: logic_synthesis.synth-adder-area-share 1.00%
qor: clocking.cts_post_setup_buffers_inserted 0
qor: status.status finished clean
qor: route.post-route-drc-count 0
qor: global_routing.track_usage 17.1%
qor: placed_design.instance_count_after_placement_with_tap_cells_included 363
qor: logic_synthesis.synthesized_area_per_cell 8.55 µm²
qor: worst_hold_path.timing.hold.worst.start piezo_out
qor: cells_and_area.fillers 594
qor: route.detailedRoute.firstPassIterationCount 4
qor: clocking.insertion_delay 0.28 ns
qor: logic_synthesis.compound_area_share 18.8%
qor: floorplan.row_count 28
qor: timing.timing_max_transition_violations_final 0
qor: floorplan.dieWidth 81.0 µm
qor: global_routing.overflow 0
qor: timing.period_used_share 78.7%
qor: job.openroad.warnings 26
qor: cells_and_area.syn2layout_area_growth 9.12%
qor: timing.final.setup.tns 0 ns
qor: logic_synthesis.ys_async_sr_fraction 0%
qor: floorplan.coreArea 5960 µm²
qor: logic_synthesis.synthDominantCellAreaShare 31.3%
qor: worst_setup_path.timing.rr.end piezo_count[1]
qor: clocking.root_buffer clkbuf_8
qor: route.post_drt_wl_per_cell 13.7 µm
qor: timing.fin_worst_skew 0.0109 ns
qor: timing.count_of_endpoints_failing_hold_in_the_final_timing_report 0
qor: placed_design.dp_hpwl 3630 µm
qor: route.drt.antenna.violating_nets 0
qor: worst_setup_path.setup.reg_to_reg.worst_slack 1.06 ns
qor: route.antenna_cells_inserted 0
qor: timing.timing.max_slew.rel_slack 53.9%
qor: logic_synthesis.yosys.stat.seqShare 32.5%
qor: clocking.h-tree-depth 2
qor: worst_setup_path.ff2ff_path_depth 7
qor: clocking.postCtsResizedCells 0
qor: job.max_cap_violations 0
qor: logic_synthesis.synthDistinctLibCells 59
qor: timing.report.final.setup_viol 0
-- how the worst max path moves through the flow --
stage / from / end / cells after the start
final: sw[2] / piezo_count[1] / 8
after CTS: sw[2] / piezo_count[1] / 8
after global routing: sw[2] / piezo_count[1] / 8
-- worst max-delay path: stages --
cell and delay [ns]:
clkdlybuf4s50_1 0.60, nor4_2 0.58, nand2_1 0.14, nor3b_1 0.41, o221ai_1 0.20, o211a_2 0.19, buf_12 0.17, a21boi_0 0.17
-- final cells by class --
| cell class | count | share of cell area, % |
|---|---|---|
| clock buffer | 6 | 2.66 |
| clock inverter | 1 | 0.184 |
| inverter | 5 | 0.689 |
| multi-input combinational | 225 | 56.4 |
| sequential | 40 | 29.8 |
| tap | 75 | 3.45 |
| timing repair buffer | 18 | 6.89 |
-- synthesized netlist by cell type (all sizes together), types with 3 or more instances --
cell type / number
a21oi: 36
and4: 6
nor3: 6
nand3: 16
nand4: 15
nand4b: 3
inv: 5
o211a: 3
nor2: 19
nand2: 19
and2: 5
nor3b: 6
xor2: 19
dfxtp: 39
o21ai: 4
clkbuf: 6
xnor2: 14
or4: 5
and3: 5
buf: 16
nor4: 11
-- registers in the layout, indices dropped and copies added (netlist names) --
signal,flops
piezo_count,32
FND_out,7
piezo_out,1
-- layer usage --
layer,track usage (%),routed length (µm),vias up
li1,-,-,1093
met1,27.7,2740,979
met2,25.3,2210,23
met3,2.05,109,2
met4,1.25,15,0
met5,0,0,-
-- where the power goes --
part	switching, mW	internal [mW]
clock network	0.128	0.122
logic	0.0227	0.0192
registers	0.00159	0.412
-- cell families (layout without fill, tap and decap cells) --
logic type | Yosys count | after routing
adders and majority gates | 2 | 2
buffers and inverters | 27 | 30
xor gates and xnor gates | 33 | 33
DFF | 40 | 40
other | 1 | 1
AOI/OAI and AO/OA | 66 | 66
and+or+nand+nor | 123 | 123
-- through the flow --
| stage | setup WS, ns | hold slack [ns] | instance area [µm²] | utilization (%) | total power, mW |
|---|---|---|---|---|---|
| 2_1_floorplan | 1.35 | 0.491 | 2500 | - | 0.446 |
| 3_3_place_gp | 0.581 | 0.543 | 2650 | 44.4 | 0.465 |
| 3_5_place_dp | 0.602 | 0.548 | 2650 | 44.4 | 0.464 |
| 4_1_cts | 0.872 | 0.558 | 2720 | 45.7 | 0.716 |
| 5_1_grt | 0.602 | 0.564 | 2720 | 45.7 | 0.741 |
| 6_report | 0.831 | 0.555 | 2720 | 45.7 | 0.705 |
Power is estimated from default activity; no workload was simulated.
